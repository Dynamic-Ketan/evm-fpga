==> design/flow/design.v <==
`timescale 1ns / 1ps
module evm_display_three_candidates(
    input clk,
    input vote_enable,
    input A,
    input B,
    input C,
    input rst,
    output reg [6:0] display,
    output reg [3:0] an,
    output reg ledA,
    output reg ledB,
    output reg ledC
);
    reg [3:0] votes [0:2];
    reg show_results = 0;
    reg btn_last [0:3];
    reg [15:0] debounce_counter = 0;
    always @(posedge clk) begin
        if (rst == 1) begin
            votes[0] <= 0;
            votes[1] <= 0;
            votes[2] <= 0;
            show_results <= 0;
        end else if (vote_enable) begin
            if (A && !btn_last[0] && debounce_counter == 0 && votes[0] < 9) begin
                votes[0] <= votes[0] + 1;
                debounce_counter <= 16'hFFFF;
            end
            if (B && !btn_last[1] && debounce_counter == 0 && votes[1] < 9) begin
                votes[1] <= votes[1] + 1;
                debounce_counter <= 16'hFFFF;
            end
            if (C && !btn_last[2] && debounce_counter == 0 && votes[2] < 9) begin
                votes[2] <= votes[2] + 1;
                debounce_counter <= 16'hFFFF;
            end
        end
        if (!vote_enable && !show_results) begin
            show_results <= 1;
        end
        btn_last[0] <= A;
        btn_last[1] <= B;
        btn_last[2] <= C;
        if (debounce_counter > 0) debounce_counter <= debounce_counter - 1;
    end
    reg [15:0] refresh_counter = 0;
    always @(posedge clk) begin
        refresh_counter <= refresh_counter + 1;
        if (show_results) begin
            case (refresh_counter[15:14])
                2'b00: begin
                    display <= seven_seg(votes[0]);
                    an <= 4'b1011;
                end
                2'b01: begin
                    display <= seven_seg(votes[1]);
                    an <= 4'b1101;
                end
                2'b10: begin
                    display <= seven_seg(votes[2]);
                    an <= 4'b1110;
                end
                default: begin
                    display <= 7'b1111111;
                    an <= 4'b1111;
                end
            endcase
        end else begin
            display <= 7'b1111111;
            an <= 4'b1111;
        end
    end
    always @(posedge clk) begin
        if (show_results) begin
            if (votes[0] > votes[1] && votes[0] > votes[2]) begin
                ledA <= 1;
                ledB <= 0;
                ledC <= 0;
            end
            else if (votes[1] > votes[0] && votes[1] > votes[2]) begin
                ledA <= 0;
                ledB <= 1;
                ledC <= 0;
            end
            else if (votes[2] > votes[0] && votes[2] > votes[1]) begin
                ledA <= 0;
                ledB <= 0;
                ledC <= 1;
            end
            else begin
                ledA <= 0;
                ledB <= 0;
                ledC <= 0;
            end
        end else begin
            ledA <= 0;
            ledB <= 0;
            ledC <= 0;
        end
    end
    function [6:0] seven_seg;
        input [3:0] digit;
        begin
            case (digit)
                4'd0: seven_seg = 7'b0000001;
                4'd1: seven_seg = 7'b1001111;
                4'd2: seven_seg = 7'b0010010;
                4'd3: seven_seg = 7'b0000110;
                4'd4: seven_seg = 7'b1001100;
                4'd5: seven_seg = 7'b0100100;
                4'd6: seven_seg = 7'b0100000;
                4'd7: seven_seg = 7'b0001111;
                4'd8: seven_seg = 7'b0000000;
                4'd9: seven_seg = 7'b0000100;
                default: seven_seg = 7'b1111111;
            endcase
        end
    endfunction
endmodule
==> design/flow/run.sh <==
#!/bin/bash
# OpenROAD 26Q1-2900-gdf79404cd8, Yosys 0.63+post, stock flow scripts
make -C /OpenROAD-flow-scripts/flow DESIGN_CONFIG=/design/flow/config.mk WORK_HOME=/design/flow/orfs finish
==> design/flow/config.mk <==
export PLATFORM = sky130hd
export DESIGN_NAME = evm_display_three_candidates
export DESIGN_NICKNAME = evm_display_three_candidates
export VERILOG_FILES = /design/flow/design.v
export SDC_FILE = /design/flow/constraint.sdc
export NUM_CORES = 4
export LEC_CHECK = 1
export CORE_UTILIZATION = 30
==> design/flow/constraint.sdc <==
current_design evm_display_three_candidates

set clk_period 5.4
set clk_io_pct 0.2

create_clock -name clk0 -period $clk_period [get_ports {clk}]

set non_clock_inputs [all_inputs -no_clocks]
set_input_delay [expr $clk_period * $clk_io_pct] -clock clk0 $non_clock_inputs
set_output_delay [expr $clk_period * $clk_io_pct] -clock clk0 [all_outputs]
==> results.toml <==
# synthesis and place-and-route metrics
[synth]
topCellsByArea = "dfxtp_1 32%, edfxtp_1 12%, ha_1 11%"
yosysMostFrequentCell = "dfxtp_1"
ys_area_mm2 = 0.00417
synth_top_area_share_pct = 31.7
synth_cells = 431
seq_area_frac_synth_pct = 43.2
ys_warn_count = 3
synth-edff-count = 16
flop_cell = "dfxtp_1"
synth_cell_type_count = 62
syn_area_mm2 = 0.00417
yosysCellCount = 431
avgSynthCellArea_um2 = 9.68
common_cells = "66 x dfxtp_1, 37 x nand2_1, 36 x ha_1, 28 x nor2_1, 25 x inv_1"
largest_area_cell = "dfxtp_1"
ys.flops = 82
postSynth.asyncResetShare_pct = 0

[timing]
max_freq_ghz = 0.301
min_period_ns = 3.33
fin_tns_setup_ns = 0
setup_viol = 0
hold_violations = 0
finalCritPeriodShare_pct = 61.6
fin_skew_ns = 0.00897
tightest_slew_ns = 0.595
slew-limit-headroom_pct = 60.0
rsz0062_at_grt = "no"
drv_slew = 0

[power_and_ir_drop]
irDropWorstVdd_mv = 0.161
p_leak_nw = 1.81
swShare_pct = 24.9
power_density_mw_per_mm2 = 289
switchingPower_mw = 0.345
seqPwrFrac_pct = 52.6
intPower_mw = 1.04
combPwrFrac_pct = 6.2
clkPwrFrac_pct = 41.2

[floorplanning]
rows = 42
chipArea_mm2 = 0.0144
die_w_um = 120
io_pins = 20
initCoreUtil_pct = 31.1
die_y_um = 120
core_area_mm2 = 0.0134

[critical_path]
required_ns = 5.63
critPathKind = "input pin to flop"
cp-end-kind = "flop"
path_common_cell = "mux2i_1"
critical_path.top_delay_family = "simple AND/OR/NAND/NOR gates"
cp-startpoint = "vote_enable"
crit_buf_inv = 2
cp_slowest_stage_delay_ns = 0.58
cp.arrival_ns = 3.56
rr_startpoint = "debounce_counter[12]"
cp_max_fo = 7
reg2reg_depth = 7
worstSetupStartpointType = "input pin"
crit_chain = "clkdlybuf4s50_1, nand4_2, nor4_4, mux2i_1, nor2_1, inv_1, ha_1, mux2i_1, a22o_1"
crit_path_top_delay_cell = "clkdlybuf4s50_1"
rrSetupSlack_ns = 2.38
path_depth = 9

[run]
warning_count = 41
drv_cap = 0

[cts]
hold_buffers = 0
cts_made_buffers = 9
max-clock-path-buffers = 2
worstSkewPairLatency_ns = 0.34
clkTransAtPathRegs_ns = 0.06
clock-sinks = 82
cts_tree = "built"
cts.repair.resized = 0
root_buffer = "clkbuf_16"
cts_setup_buffers = 0
h-tree-depth = 3

[placed_design]
hpwl_um = 5910
port_buffers = 18
postPlaceCellArea_mm2 = 0.00452
gp_congestion = 0.885

[global_routing]
antenna_found_initial = 0
grt_remaining_overflow = 0
grt_pass1_wl_um = 13700
grt_max_degree = 25
track_usage_pct = 12.1
first_global_vias = 2832

[drt]
via_per_inst = 4.87
ant_nets = 0
avgRoutedWirePerCell_um = 12.8
drc = 0
vias = 3078
drtPass1Iterations = 6
diodes = 0
wirelength_um = 8100
dr.first_iter.drc_count = 224

[cells_and_area]
stdcell_area_mm2 = 0.00479
final_util_pct = 35.8
layout-drive-gt1-share_pct = 9.65
synthToLayoutAreaGrowth_pct = 15.0

[min_path]
hold_path.class = "flop to flop"

[status]
status = "finished clean"
## layout by cell type (no fill, tap or decap), types with 9 or more instances in the layout
master and n:
a21oi_1 21, xnor2_1 16, dfxtp_1 66, nor2_1 28, nor3_1 16, nand2b_1 13, o21ai_0 12, ha_1 36
nand3_1 20, nand2_1 37, edfxtp_1 16, inv_1 25, clkbuf_16 9, clkdlybuf4s50_1 18
## per-stage QoR
| step | total power [mW] | setup slack, ns | cells | hold WS [ns] |
|---|---|---|---|---|
| 6_report | 1.39 | 2.07 | 632 | 0.409 |
| 5_1_grt | 1.45 | 1.83 | 632 | 0.455 |
| 4_1_cts | 1.40 | 2.09 | 632 | 0.419 |
| 3_5_place_dp | 0.829 | 1.74 | 616 | 0.404 |
| 3_3_place_gp | 0.826 | 1.85 | 616 | 0.392 |
| 2_1_floorplan | 0.789 | 2.62 | 431 | 0.383 |
## worst reg2reg max path, stage by stage, from the launching register on
cell      delay, ns
edfxtp_1       0.47
nor4_4         0.48
nand4_2        0.33
nor3_1         0.38
mux2i_1        0.51
clkinv_1       0.35
nor2_1         0.29
a311oi_1       0.08
## logic make-up (layout without fill, tap and decap cells)
family / after synthesis / in the layout / synth area share [%]
simple gates: 162 / 162 / 21.5
flops: 82 / 82 / 43.2
compound gates: 76 / 76 / 12.1
buf+inv: 38 / 63 / 3.96
fa+ha+maj: 36 / 36 / 10.8
xor+xnor: 21 / 21 / 4.41
mux: 15 / 15 / 3.93
other cells: 1 / 1 / 0.0899
## worst min path at each step
stage                               from                  to  slack, ns  cells past startpoint
after global routing  refresh_counter[0]  refresh_counter[0]       0.46                      1
final                 refresh_counter[0]  refresh_counter[0]       0.41                      1
after CTS             refresh_counter[0]  refresh_counter[0]       0.42                      1
## cell type report
type,count,area (um^2)
Inverter,28,105
Fill cell,1323,8610
Timing Repair Buffer,19,188
Clock buffer,10,229
Multi-Input combinational cell,311,2200
Clock inverter,6,47.5
Sequential cell,82,1800
Tap cell,176,220
## per-layer routing
metal / share of wire [%] / GRT usage [%] / vias to the layer above
li1: - / - / 1581
met1: 50 / 18.6 / 1439
met2: 44 / 18.1 / 47
met3: 4.2 / 2.72 / 11
met4: 1.8 / 1.72 / 0
met5: 0 / 0 / -
## power groups by stage
stage	clock network [mW]	registers, mW	logic (mW)
6_report	0.572	0.729	0.0865
4_1_cts	0.586	0.729	0.0876
5_1_grt	0.613	0.737	0.0984
Power is estimated from default activity; no workload was simulated.
